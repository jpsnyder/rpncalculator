==> design/flow/design.v <==
`timescale 1ns / 1ps
module btnInterface(
   input wire push,   
	input wire plusTimes,   
	input wire minusDivide,   
	input wire debEN,    
   input wire [7:0] sw,
	input wire clk,
   output wire [6:0] seg,
   output wire [3:0] an
	);
	reg [31:0] answer;
	reg [7:0] addra, addrb;
	reg [0:0] wea, web;
	reg [15:0] dinb;
	wire [15:0] douta;
	wire [15:0] doutb;
   reg [25:0] count;  
	reg [3:0] writeCount;  
	reg divide_start, divide_rst;
	wire [15:0] divide_quotient;
	wire divide_done;
	reg [15:0] display;   
	reg [3:0] extraChar;  
	reg [3:0] state, prevState;
	localparam IDLE = 0;
	localparam PUSH = 1;
	localparam ADD = 2;
	localparam MULTI = 3;
	localparam SUB = 4;
	localparam DIVIDE = 5;
	localparam DELAY = 6;			 
	localparam ERROR = 7;			 
	localparam WRITE = 8;
	localparam ERRCheck = 9;
	localparam CALCULATE = 10;
	localparam CLEAR = 11;
	localparam r = 4'b0000;   
	localparam NEG = 4'b0001;   
	localparam P = 4'b0010;
	localparam L = 4'b0011;
	localparam U = 4'b0100;
	localparam M = 4'b0101;   
	localparam N = 4'b0110;
	localparam BLANK = 4'b0111;
	initial begin
		state <= IDLE;
		display <= 0;
		extraChar <= 0;
		count <= 0;
		addra <= 0;
		addrb <= -1;
		divide_start <= 0;
		divide_rst <= 0;
	end
	debouncer D1 (.btn_in(push), .enable(~debEN), .btn_out(push_out), .clk(clk));
	debouncer D2 (.btn_in(plusTimes), .enable(~debEN), .btn_out(plus_out), .clk(clk));
	debouncer D3 (.btn_in(plusTimes), .enable(debEN), .btn_out(times_out), .clk(clk));
	debouncer D4 (.btn_in(minusDivide), .enable(~debEN), .btn_out(minus_out), .clk(clk));
	debouncer D5 (.btn_in(minusDivide), .enable(debEN), .btn_out(divide_out), .clk(clk));
	debouncer D6 (.btn_in(push), .enable(debEN), .btn_out(clear_out), .clk(clk));
	simpleDivider DIVIDER(
		.dividend(doutb),
		.divisor(douta),
		.clk(clk),
		.start(divide_start),
		.reset(divide_rst),
		.done(divide_done),
		.Q(divide_quotient)
	);
	BRAM Ram (
		.clka(clk),  
		.wea(wea),  
		.addra(addra),  
		.douta(douta),  
		.clkb(clk),  
		.web(web),  
		.addrb(addrb),  
		.dinb(dinb),  
		.doutb(doutb)  
	);
	sevenSeg DISP (.digits(display), .extraChar(extraChar), .clk(clk), .an(an), .seg(seg));
	always @ (posedge clk) begin
		case (state)
		IDLE: begin
			if (addra == 0) begin
				extraChar <= 4'b1111;
				display <= {BLANK, BLANK, BLANK, BLANK};  
			end else begin
				extraChar <= 0;
				display <= doutb;   
			end
			state <= push_out ? PUSH : plus_out ? ADD : times_out ? MULTI
					: minus_out ? SUB : divide_out ? DIVIDE : clear_out ? CLEAR : IDLE;
		end
		CLEAR: begin
			addra <= 0;   
			addrb <= -1;
			state <= IDLE;
		end
		PUSH: begin
			addra <= addra + 1;
			addrb <= addrb + 1;
			web <= 1;
			dinb <= sw;
			extraChar <= 4'b0101;
			display <= { 4'hE, N, 4'h7, r };    
			state <= DELAY;
		end
		ADD: begin
			if (addra < 2) begin   
				state <= ERROR;
			end else begin
				addra <= addra - 1;
				addrb <= addrb - 1;
				extraChar <= 4'b0001;
				display <= { 4'hA, 4'hD, 4'hD, BLANK };    
				prevState <= state;
				state <= CALCULATE;
			end
		end
		MULTI: begin
			if (addra < 2) begin
				state <= ERROR;
			end else begin
				addra <= addra - 1;
				addrb <= addrb - 1;
				extraChar <= 4'b1110;
				display <= { M, U, L, 4'h7 };   
				prevState <= state;
				state <= CALCULATE;
			end
		end
		SUB: begin
			if (addra < 2) begin
				state <= ERROR;
			end else begin
				addra <= addra - 1;   
				addrb <= addrb - 1;
				extraChar <= 4'b0101;
				display <= { 4'h5, U, 4'hB, BLANK };   
				prevState <= state;
				state <= CALCULATE;
			end
		end
		DIVIDE: begin
			if (addra < 2) begin
				state <= ERROR;
			end else begin
				addra <= addra - 1;   
				addrb <= addrb - 1;
				divide_rst <= 1;
				extraChar <= 0;
				display <= { 4'hD, 4'h1, 4'hD, 4'hE };     
				prevState <= state;
				state <= CALCULATE;
			end
		end
		CALCULATE: begin
			if (count == 1) begin		 
				case (prevState)   
					ADD: begin
						answer <= douta + doutb;
						state <= ERRCheck;   
					end
					SUB: begin
						answer <= doutb + ~douta + 1;			
						state <= ERRCheck;   
					end
					DIVIDE: begin
						if (douta == 0) begin    
							state <= ERROR;
						end else begin
							divide_rst <= 0;
							divide_start <= 1;
							if (divide_done) begin
								answer <= divide_quotient;
								divide_start <= 0;
								state <= WRITE;   
							end else begin
								state <= CALCULATE;   
							end
						end
					end
					MULTI: begin
						answer <= douta * doutb;	
						state <= ERRCheck;   
					end
				endcase
				count <= 0;    
			end else begin
				count <= count + 1;
				state <= CALCULATE;  
			end
		end
		ERRCheck: begin
			if (answer[31:16] == 0 || answer[31:16] == 16'hFFFF) begin   
				state <= WRITE;
			end else begin
				addra <= addra + 1;   
				addrb <= addrb + 1;
				state <= ERROR;
			end
		end
		WRITE: begin
			dinb <= answer[15:0]; 
			web <= 1;
			state <= DELAY;
		end
		DELAY: begin
			if (count == 30000000) begin		 
				count <= 0;    
				state <= IDLE;
			end else begin
				wea <= 0;
				web <= 0;
				count <= count + 1;
				state <= DELAY;
			end
		end
		ERROR: begin
			extraChar <= 4'b0111;
			display <= { 4'hE, r, r, BLANK };     
			state <= DELAY;
		end
		endcase
	end
endmodule
module debouncer (
   input btn_in,
   input clk,
	input enable,
   output reg btn_out
   );
   reg [17:0] count;
   reg [1:0] state;
   localparam READ = 0;     
   localparam IGNORE = 1;   
   localparam PULSE = 2;
   localparam DELAY = 3;    
   initial begin
      state <= READ;
   end
   always @ (posedge clk) begin
      count <= count + 1;
      if (btn_out) begin
         btn_out <= 0;
      end
      case (state)
         READ: begin
            state <= (btn_in && enable) ? PULSE : READ;
         end
         PULSE: begin
            count <= 0;
            btn_out <= 1;    
            state <= IGNORE;
         end
         IGNORE: begin
            btn_out <= 0;    
            if (count == 150000) begin	 
               count <= 0;
               state <= ~btn_in ? DELAY : IGNORE;
            end else begin
               count <= count + 1;
            end
         end
         DELAY: begin
            if (count == 150000) begin		 
               state <= READ;
            end else begin
               count <= count + 1;
            end
         end
      endcase
   end
endmodule
module sevenSeg (
   input [15:0] digits,
   input clk,
   input [3:0] extraChar,    
   output reg [3:0] an,
   output reg [6:0] seg  
   );
   reg [16:0] count;    
   reg [3:0] Q;   
   initial begin
      Q[3:0] = 4'b0000;
	   an[3:0] = 4'b1110;
	   count = 1;
   end
   always @ (posedge clk) begin
      if(count == 50000) begin  
         count = 1;
         if (~an[0]) begin
            an[0] = 1;
            Q[3:0] = digits[7:4];   
            an[1] = 0;
         end else if (~an[1]) begin
            an[1] = 1;
            Q[3:0] = digits[11:8];
            an[2] = 0;
         end else if (~an[2]) begin
            an[2] = 1;
            Q[3:0] = digits[15:12];
            an[3] = 0;
         end else begin
            an[3] = 1;
            Q[3:0] = digits[3:0];
            an[0] = 0;
         end
      end else begin
         count = count + 1;
      end
   end
   localparam ZERO = 7'b000_0001; 
   localparam ONE  = 7'b100_1111; 
   localparam TWO = 7'b001_0010; 
   localparam THREE = 7'b000_0110; 
   localparam FOUR = 7'b100_1100; 
   localparam FIVE = 7'b010_0100; 
   localparam SIX = 7'b010_0000;
   localparam SEVEN = 7'b000_1111;
   localparam EIGHT = 7'b000_0000; 
   localparam NINE = 7'b000_0100; 
   localparam A = 7'b000_1000;
   localparam B = 7'b110_0000;
   localparam C = 7'b011_0001;
   localparam D = 7'b100_0010;
   localparam E = 7'b011_0000;
   localparam F = 7'b011_1000;
   localparam r = 7'b111_1010;
   localparam NEG = 7'b111_1110;
   localparam P = 7'b001_1000;
   localparam L = 7'b111_0001;
   localparam U = 7'b100_0001;
   localparam M = 7'b010_1011;
   localparam N = 7'b000_1001;
	always @(an) begin
		if ((extraChar & ~an) == ~an) begin
			case (Q)
				0: seg <= r;
				1: seg <= NEG;
				2: seg <= P;
				3: seg <= L;
				4: seg <= U;
				5: seg <= M;
				6: seg <= N;
				default: seg <= 7'b111_1111;
			endcase
		end else begin
			case (Q)
				0: seg <= ZERO;
				1: seg <= ONE;
				2: seg <= TWO;
				3: seg <= THREE;
				4: seg <= FOUR;
				5: seg <= FIVE;
				6: seg <= SIX;
				7: seg <= SEVEN;
				8: seg <= EIGHT;
				9: seg <= NINE;
				10: seg <= A;
				11: seg <= B;
				12: seg <= C;
				13: seg <= D;
				14: seg <= E;
				15: seg <= F;
				default: seg <= 7'b111_1111;
			endcase
		end
	end
endmodule
module simpleDivider (
   input [15:0] dividend,
	input [15:0] divisor,
   input clk,
	input start,
	input reset,
	output reg done,
	output reg [15:0] Q
   );
	reg [15:0] R;
	always @ (posedge clk) begin
		if (reset) begin
			done = 0;
			Q = 0;
			R = dividend;
		end else if (start) begin
			if ( R >= divisor) begin
				Q = Q + 1;
				R = R - divisor;
			end else begin
				done = 1;
			end
		end
	end
endmodule
==> design/flow/run.sh <==
#!/bin/bash
# OpenROAD 26Q1-2900-gdf79404cd8, Yosys 0.63+post, stock flow scripts
make -C /OpenROAD-flow-scripts/flow DESIGN_CONFIG=/design/flow/config.mk WORK_HOME=/design/flow/orfs finish
==> design/flow/config.mk <==
export PLATFORM = sky130hd
export DESIGN_NAME = debouncer
export DESIGN_NICKNAME = debouncer
export VERILOG_FILES = /design/flow/design.v
export SDC_FILE = /design/flow/constraint.sdc
export NUM_CORES = 4
export LEC_CHECK = 1
export CORE_AREA = 10 10 87 87
export DIE_AREA = 0 0 97 97
==> design/flow/constraint.sdc <==
current_design debouncer

set clk_period 2.8
set clk_io_pct 0.2

create_clock -name clk0 -period $clk_period [get_ports {clk}]

set non_clock_inputs [all_inputs -no_clocks]
set_input_delay [expr $clk_period * $clk_io_pct] -clock clk0 $non_clock_inputs
set_output_delay [expr $clk_period * $clk_io_pct] -clock clk0 [all_outputs]
==> impl_metrics.env <==
# flow metrics
export IMPL_cp_required_ns=2.91
export IMPL_grt_pass1_wl_mm=3.40
export IMPL_grt_start_max_net_pins=20
export IMPL_core_area_um2=5640
export IMPL_area_leaders="dfxtp_1 37%, xnor2_1 9.4%, a21oi_1 7.8%, ha_1 7.3%, edfxtp_1 5.9%"
export IMPL_clock_sinks=21
export IMPL_flop_cell="dfxtp_1"
export IMPL_wire_per_inst_um=9.76
export IMPL_cts_buffer_depth=2
export IMPL_powerDensity_nw_per_um2=791
export IMPL_fin_crit_ns=2.02
export IMPL_fin_total_pwr_mw=0.932
export IMPL_synth_area_yosys_um2=1020
export IMPL_drc=0
export IMPL_ctsHoldBuffers=0
export IMPL_edf_count=2
export IMPL_gp_congestion=0.809
export IMPL_final_setup_skew_ns=0.00109
export IMPL_yosysTopAreaCell="dfxtp_1"
export IMPL_timing_fmax_ghz=0.494
export IMPL_power_leakage_nw=0.372
export IMPL_final_max_slew_viol_count=0
export IMPL_dieArea_um2=9410
export IMPL_wl_mm=1.82
export IMPL_die_y_um=97
export IMPL_status="finished clean"
export IMPL_drtPass1Iterations=3
export IMPL_warnings=29
export IMPL_final_setup_tns_ns=0
export IMPL_grt_antenna_before_repair=0
export IMPL_cp_cell_sequence="nand4_1 -> o31ai_2 -> buf_4 -> a21boi_0"
export IMPL_num_vias=766
export IMPL_finalCritPeriodShare_pct=72.3
export IMPL_setup_viol=0
export IMPL_antennaDiodeCount=0
export IMPL_cts_tree="yes"
export IMPL_syn_avg_cell_area_um2=9.29
export IMPL_insertion_delay_ns=0.26
export IMPL_holdCritPathClass="register to register"
export IMPL_cp_max_fo=12
export IMPL_cts_setup_buffers=0
export IMPL_vias_per_cell=4.12
export IMPL_fill_cells=616
export IMPL_critPathMaxStageDelay_ns=0.68
export IMPL_ys_async_sr_fraction_pct=0
export IMPL_setup_ws_ns=0.776
export IMPL_grt_util_all_layers_pct=4.04
export IMPL_critPathKind="register to register"
export IMPL_numCtsBuffers=3
export IMPL_peakVddDrop_mv=0.528
export IMPL_ys_flops=21
export IMPL_die_w_um=97
export IMPL_syn_area_um2=1020
export IMPL_fp_util_pct=18.1
export IMPL_grt_pass1_vias=768
export IMPL_cp_slowest_cell="o31ai_2"
export IMPL_place_hpwl_mm=1.29
export IMPL_cts_root_buf="clkbuf_8"
export IMPL_drive_above_1_share_pct=7.02
export IMPL_htreeDepth=1
export IMPL_yosys_warnings=1
export IMPL_drtAntennaViolNets=0
export IMPL_area_growth_pct=15.2
export IMPL_critPathLaunchType="register"
export IMPL_grt_overflow=0
export IMPL_slew_headroom_pct=58.2
export IMPL_port_buffers=3
export IMPL_cp_buffers_inverters=1
export IMPL_hold_viol=0
export IMPL_syn_inst=110
export IMPL_final_util_pct=20.9
export IMPL_tightestPinTransition_ns=0.627
export IMPL_dp_slack_ns=0.783
export IMPL_yosysTopAreaCellShare_pct=37.2
export IMPL_cts_resized_gates=0
export IMPL_ys_seq_share_pct=43.1
export IMPL_clkTransAtPathRegs_ns=0.08
export IMPL_ys_cells=110
export IMPL_maxCapViolCount=0
export IMPL_end_kind="register"
export IMPL_worstPathArrival_ns=2.14
export IMPL_crit_family="AND-OR/OR-AND gates"
export IMPL_pin_count=4
export IMPL_rsz0062_at_grt="false"
export IMPL_drt_iter0_markers=44
export IMPL_holdWs_ns=0.508
export IMPL_yosysUniqueCellTypes=27
export IMPL_row_count=27
flip-flops by register name, summed over array words and instances (netlist names):
name	flops
count	18
state	2
btn_out	1
final cells by class:
| type | instances | area [um2] | area share [%] |
|---|---|---|---|
| tap | 72 | 90.1 | 7.65 |
| sequential | 21 | 440 | 37.4 |
| clock inverter | 1 | 5.00 | 0.425 |
| timing repair buffer | 4 | 37.5 | 3.19 |
| inverter | 7 | 26.3 | 2.23 |
| clock buffer | 3 | 41.3 | 3.51 |
| multi-input combinational | 78 | 537 | 45.6 |
layer usage:
metal / wire length, um / GRT usage [%] / share of wire, % / vias to the layer above
li1: - / - / - / 403
met1: 961 / 5.67 / 53 / 352
met5: 0 / 0 / 0 / -
met3: 101 / 1.65 / 5.6 / 2
met4: 19 / 0.338 / 1.0 / 0
met2: 732 / 5.88 / 40 / 9
Yosys cell counts (all sizes together), types with 2 or more instances:
master   n
nor3     3
xor2     4
nand2    6
nand3    5
a21oi   16
nor4     7
xnor2   11
buf      2
dfxtp   19
inv      7
clkbuf   2
edfxtp   2
nand4    6
ha       6
nor2     4
power breakdown:
group	internal (mW)	switching [mW]	leakage, nW	total (mW)
clock	0.0991	0.100	0.0255	0.199
combinational	0.117	0.205	0.172	0.321
sequential	0.364	0.0470	0.174	0.411
cells in the final DEF (no fill, tap or decap), drive strengths merged:
master and count:
a21boi 1, a21oi 16, a22oi 1, and4 1, and4bb 1, buf 1
clkbuf 3, clkdlybuf4s50 3, clkinv 1, dfxtp 19, edfxtp 2, ha 6
inv 7, nand2 6, nand3 5, nand3b 1, nand4 6, nor2 4
nor3 3, nor4 7, o21ai 1, o31ai 1, o32a 1, or3 1
or4 1, xnor2 11, xor2 4
worst paths after layout:
| kind | start | end | slack [ns] | cells after the start |
|---|---|---|---|---|
| max | count[4] | count[1] | 0.78 | 4 |
| min | count[17] | count[17] | 0.51 | 2 |
| max reg2reg | count[4] | count[1] | 0.78 | 4 |
| min reg2reg | count[17] | count[17] | 0.51 | 2 |
worst min-delay path: stages (launching register included):
cell and delay, ns:
dfxtp_1 0.33, o21ai_0 0.08, a22oi_1 0.06
stage by stage:
step | area (um2) | std cells
after floorplan | 1020 | 110
after global placement | 1130 | 182
after detailed placement | 1130 | 182
after CTS | 1180 | 186
after global routing | 1180 | 186
final | 1180 | 186
logic make-up after synthesis:
logic type / count (synthesis) / synth area share (%)
buffers and inverters: 11 / 4.41
xor gates and xnor gates: 15 / 12.9
AOI/OAI and AO/OA: 21 / 12.0
adders and majority gates: 6 / 7.34
and+or+nand+nor: 36 / 20.3
DFF: 21 / 43.1
No activity file was given, so power comes from the tool's default toggle rates.
